## flow/config.mk

```make
export PLATFORM = sky130hd
export DESIGN_NAME = universal_adder_subtractor
export DESIGN_NICKNAME = universal_adder_subtractor
export VERILOG_FILES = /design/flow/design.v
export SDC_FILE = /design/flow/constraint.sdc
export NUM_CORES = 4
export LEC_CHECK = 1
export CORE_AREA = 10 10 70 70
export DIE_AREA = 0 0 80 80
```

## flow/design.v

```verilog
`timescale 1ns / 1ps
module universal_adder_subtractor(
input a0, a1, a2, a3, b0, b1, b2, b3, m,
output c4, s0, s1, s2, s3,v
    );
assign c0= m;
assign s0= a0 ^ (b0 ^ m) ^ c0;
assign c1= (a0 & (b0 ^ m)) | (c0 & (a0 ^ (b0 ^ m)));
assign s1= a1 ^ (b1 ^ m) ^ c1;
assign c2= (a1 & (b1 ^ m)) | (c1 & (a1 ^ (b1 ^ m)));    
assign s2= a2 ^ (b2 ^ m) ^ c2;
assign c3= (a2 & (b2 ^ m)) | (c2 & (a2 ^ (b2 ^ m)));    
assign s3= a3 ^ (b3 ^ m) ^ c3;
assign c4= (a3 & (b3 ^ m)) | (c3 & (a3 ^ (b3 ^ m)));
assign v= c3 ^ c4;
endmodule
```

## flow/constraint.sdc

```tcl
current_design universal_adder_subtractor

set clk_period 4.9
set clk_io_pct 0.2

create_clock -name clk0 -period $clk_period

set non_clock_inputs [all_inputs -no_clocks]
set_input_delay [expr $clk_period * $clk_io_pct] -clock clk0 $non_clock_inputs
set_output_delay [expr $clk_period * $clk_io_pct] -clock clk0 [all_outputs]
```

## flow/run.sh

```bash
#!/bin/bash
# OpenROAD 26Q1-2900-gdf79404cd8, Yosys 0.63+post, stock flow scripts
make -C /OpenROAD-flow-scripts/flow DESIGN_CONFIG=/design/flow/config.mk WORK_HOME=/design/flow/orfs finish
```

==> out/results.ini <==
[critical_path]
crit_fanout=2
cpPeakStageDelay_ns=0.50
setup.worst_path.class=in2out
end_kind=output pin
crit_path_frequent_cell=fa_1
critPathSlowestCell=clkdlybuf4s50_1
crit_arrival_ns=3.56
setup.worst_path.start_class=input port
crit_chain=clkdlybuf4s50_1 -> mux2_2 -> fa_1 -> inv_1 -> fa_1 -> inv_1 -> fa_1 -> xnor2_1 -> clkdlybuf4s50_1
cp.required_ns=3.92
startpoint=b0

[yosys]
yosysUniqueCellTypes=5
synth_area_per_cell_um2=10.0
top_area_cell=fa_1
ys_area_um2=130
syn_inst=13
top_area_share_pct=46.2
yosys_cells=13
yosys.stat.seqShare_pct=0
area_leaders=fa_1, xor2_1, xnor2_1
yosys_warnings=4
syn_area_um2=130

[placement]
gp_congestion=0.821
port_buffers=15
post_dp_cell_area_um2=338
dp_hpwl_um=535
dp_slack_ns=0.326

[floorplan]
core_util_floorplan_pct=3.81
core_area_um2=3420
die_area_um2=6400
die_x_um=80
die_h_um=80
rows=21
io_pins=15

[sta]
clock.fmax_mhz=220
finalSetupViolations=0
setup_tns_ns=0
slew_viol_final=0
slew_headroom_pct=86.6
period_used_pct=92.7
finalWorstSetupSlack_ns=0.357
tightest_slew_ns=0.200
hold_viol=0
rsz0062_at_grt=false
fin_crit_ns=4.54

[outcome]
outcome=finished clean

[route]
top_layer_used=met3
dr_wl_met3_um=120
drt_iter0_drc=1
firstDrtPassIters=2
num_antenna_cells=0
wire_per_inst_um=7.42
wl_met1_um=210
wirelength_um=549
vias=132
drc=0
vias_per_cell=1.78
drtAntennaViolNets=0
wl_met2_um=218

[finish]
clkbuf_count=0
fin_area_um2=338
fillers=400
final_layout_size_suffix_gt1_share_pct=3.57
seq_area_um2=0
syn2layout_area_growth_pct=160
seq_cell_count=0

[worst_hold_path]
hold_start=a0
hp-class=in2out

[grt]
gr-total-overflow=0
grt_start_max_net_pins=5
grt_pass1_wl_um=759
grt_usage_pct=1.60
grt_pass1_vias=135
antenna_found_initial=0

[pwr]
leakage_uw=0.000123
power_density_nw_per_um2=128
p_total_uw=43.2
ir_drop_mv=0.0160

[clock_network]
holdBufCountCts=0
post-cts-setup-buffers=0
post_cts_resized=0

[job]
maxCapViolCount=0
warnings=32

==> worst max-delay path, delay by kind of cell <==
family     cells  cell delay, ns
xor+xnor       1            0.15
fa+ha+maj      3            0.95
buf+inv        4            1.13
mux            1            0.35
==> per-layer routing <==
| metal | up-vias | GRT usage (%) |
|---|---|---|
| met3 | 0 | 1.25 |
| met5 | - | 0 |
| li1 | 66 | - |
| met1 | 56 | 1.94 |
| met4 | 0 | 0 |
| met2 | 10 | 2.33 |
==> worst paths after layout <==
path	depth (start not counted)	to	slack [ns]
worst min-delay path	3	s0	2.92
worst max-delay path	9	v	0.36
==> power breakdown <==
group | internal, uW | switching (uW) | total [uW]
clock network | 0 | 0 | 0
registers | 0 | 0 | 0
logic | 31.1 | 12.1 | 43.2
total | 31.1 | 12.1 | 43.2
==> Yosys cell counts, drive strengths merged <==
| cell type | instances |
|---|---|
| xor2 | 3 |
| inv | 4 |
| xnor2 | 2 |
| fa | 3 |
| mux2 | 1 |
==> final cells by class <==
class / instances / area (um2) / area share [%]
Tap cell: 46 / 57.6 / 17.0
Multi-Input combinational cell: 9 / 115 / 34.1
Inverter: 4 / 15.0 / 4.44
Timing Repair Buffer: 15 / 150 / 44.4
==> cells by family after synthesis <==
group      count (synthesis)  synth area share [%]
buf+inv                    4                  11.5
xor+xnor                   5                  33.7
fa+ha+maj                  3                  46.2
mux                        1                  8.65
==> stage by stage <==
step | utilization [%] | hold slack [ns] | std cells
CTS | 9.89 | 2.93 | 74
global route | 9.89 | 2.95 | 74
floorplan | - | 1.99 | 13
finish | 9.89 | 2.92 | 74
global placement | 9.89 | 2.92 | 74
detailed placement | 9.89 | 2.92 | 74
==> placed cells by master, fill, tap and decap left out <==
cell / synthesis / final
xor2_1: 3 / 3
clkdlybuf4s50_1: 0 / 15
inv_1: 4 / 4
xnor2_1: 2 / 2
fa_1: 3 / 3
mux2_2: 1 / 1
Power figures rest on the tool's default switching activity, not on a simulated workload.
